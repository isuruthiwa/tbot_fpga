### design/flow/config.mk
export PLATFORM = sky130hd
export DESIGN_NAME = ClkDivider
export DESIGN_NICKNAME = ClkDivider
export VERILOG_FILES = /design/flow/design.v
export SDC_FILE = /design/flow/constraint.sdc
export NUM_CORES = 4
export LEC_CHECK = 1
export CORE_UTILIZATION = 30
### design/flow/constraint.sdc
current_design ClkDivider

set clk_period 4.6
set clk_io_pct 0.2

create_clock -name clk0 -period $clk_period [get_ports {clk}]

set non_clock_inputs [all_inputs -no_clocks]
set_input_delay [expr $clk_period * $clk_io_pct] -clock clk0 $non_clock_inputs
set_output_delay [expr $clk_period * $clk_io_pct] -clock clk0 [all_outputs]
### design/flow/design.v
module ClkDivider (
    input clk,
    input rst,
    output reg clk_div
    );
localparam constantNumber = 50000000;
reg [31:0] count;
always @ (posedge(clk), posedge(rst))
begin
    if (rst == 1'b1)
        count <= 32'b0;
    else if (count == constantNumber - 1)
        count <= 32'b0;
    else
        count <= count + 1;
end
always @ (posedge(clk), posedge(rst))
begin
    if (rst == 1'b1)
        clk_div <= 1'b0;
    else if (count == constantNumber - 1)
        clk_div <= ~clk_div;
    else
        clk_div <= clk_div;
end 
endmodule
### design/flow/run.sh
#!/bin/bash
# OpenROAD 26Q1-2900-gdf79404cd8, Yosys 0.63+post, stock flow scripts
make -C /OpenROAD-flow-scripts/flow DESIGN_CONFIG=/design/flow/config.mk WORK_HOME=/design/flow/orfs finish
==> results.sh <==
# yosys + openroad results
export IMPL_status="completed"
export IMPL_p_sw_share_pct=20.12
export IMPL_post_drt_wl_per_cell_um=12.81
export IMPL_fin_cells=241
export IMPL_antenna_found_initial=0
export IMPL_die_y_um=77.18
export IMPL_die_area_mm2=0.005956
export IMPL_syn_to_final_growth_pct=10.70
export IMPL_cp_required_ns=4.73
export IMPL_total_power_uw=513.5
export IMPL_ant_nets=0
export IMPL_ctsHoldBuffers=0
export IMPL_min_from="clk_div$_DFFE_PP0N_"
export IMPL_worst_slew_pin_slew_ns=0.6590
export IMPL_io_buffer_count=2
export IMPL_ys_warn_count=1
export IMPL_simple_gate_share_pct=32.10
export IMPL_mappedNetlistArea_mm2=0.001695
export IMPL_initCoreUtil_pct=30.98
export IMPL_ys_seq_share_pct=48.71
export IMPL_crit_end="clk_div$_DFFE_PP0N_"
export IMPL_num_antenna_cells=0
export IMPL_dp_hpwl_um=2130
export IMPL_clk_pin_slew_worst_paths_ns=0.06
export IMPL_cts_buffers=5
export IMPL_drt_first_iter_violations=23
export IMPL_critPathCaptureType="flop"
export IMPL_combPwrFrac_pct=1.3
export IMPL_layout_drive_gt1_share_pct=10.65
export IMPL_power_density_mw_per_mm2=273.6
export IMPL_edf_count=0
export IMPL_root_buffer="clkbuf_8"
export IMPL_die_width_um=77.18
export IMPL_rows=27
export IMPL_xor_area_share_pct=14.46
export IMPL_p_seq_share_pct=56.5
export IMPL_yosys_top_cells_count="33 x dfrtp_1, 17 x nor2_1, 16 x nand3_1"
export IMPL_grt_pass1_vias=1166
export IMPL_pwr_share_clk_pct=42.1
export IMPL_rr_startpoint="count[10]$_DFF_PP0_"
export IMPL_report_final_slew_viol_count=0
export IMPL_htree_levels=2
export IMPL_grt_overflow_total=0
export IMPL_post_route_min_period_ns=2.184
export IMPL_yosysTopAreaCell="dfrtp_1"
export IMPL_warning_count=25
export IMPL_hp_class="flop to flop"
export IMPL_top_layer="met4"
export IMPL_cts_resized=0
export IMPL_top_level_ports=3
export IMPL_cp_data_arrival_time_ns=2.32
export IMPL_leakage_nw=0.8129
export IMPL_slew_limit_headroom_pct=55.66
export IMPL_insertion_delay_ns=0.28
export IMPL_finalCritPeriodShare_pct=47.49
export IMPL_dr_pass1_iters=4
export IMPL_route_met3_wl_um=118
export IMPL_synthAdderAreaFrac_pct=0.7380
export IMPL_grt_max_degree=34
export IMPL_synthTopCellsByArea="dfrtp_1 49%, xnor2_1 7.2%, xor2_1 7.2%"
export IMPL_fin_tns_setup_ns=0
export IMPL_grtUsageTotal_pct=11.86
export IMPL_clkSinkCount=33
export IMPL_timing_critical_path_from="count[10]$_DFF_PP0_"
export IMPL_synth_distinct_cells=33
export IMPL_ys_cells=163
export IMPL_gp_routability_congestion=0.8096
export IMPL_compound_area_share_pct=1.993
export IMPL_rsz0062_at_grt="false"
export IMPL_mux_share_pct=0
export IMPL_maxCapViolations=0
export IMPL_wl_met1_um=1626
export IMPL_drc=0
export IMPL_critical_path_class="flop to flop"
export IMPL_timing_final_hold_violations=0
export IMPL_synth_chip_area_mm2=0.001695
export IMPL_irDropWorstVdd_mv=0.1801
export IMPL_p_sw_uw=103.3
export IMPL_tritoncts="built"
export IMPL_top_cell="dfrtp_1"
export IMPL_start_kind="flop"
export IMPL_placedCellCount=234
export IMPL_path_max_fanout=15
export IMPL_wl_um=3088
export IMPL_avgSynthCellArea_um2=10.40
export IMPL_grt_pass1_wl_um=5589
export IMPL_ff2ff_setup_slack_ns=2.42
export IMPL_core_area_mm2=0.005473
export IMPL_r2r_cells=4
export IMPL_post_cts_buffers=0
export IMPL_synthCells=163
export IMPL_fmax_ghz=0.4578
export IMPL_p_int_uw=410.2
export IMPL_avgViaCountPerCell=4.884
export IMPL_logic_family="simple AND/OR/NAND/NOR gates"
export IMPL_flop_cell="dfrtp_1"
export IMPL_async_reset_ff_share_pct=100.0
export IMPL_finalSetupViolCount=0
export IMPL_synth_flops=33
export IMPL_clk_path_buf_depth=2
export IMPL_wl_met2_um=1275
export IMPL_clock_skew_ns=0.003326
export IMPL_rr_endpoint="clk_div$_DFFE_PP0N_"
export IMPL_vias=1177
export IMPL_synth_top_cell_area_share_pct=48.71
[state kept, by name (all words and copies together) (netlist names)]
| name | count |
|---|---|
| count | 32 |
| clk_div | 1 |
[critical path, cell delays in order, from the launching register on]
cell,delay (ns)
dfrtp_1,0.44
or4_1,0.53
or3_1,0.36
nor3_4,0.57
xor2_1,0.13
[cell usage in the layout, fill, tap and decap left out, drive strengths merged]
cell / n
buf: 1
a21oi: 1
o21ai: 2
xor2: 14
nand3: 18
xnor2: 14
nor2: 17
nand2b: 1
nor3: 8
a311o: 1
dfrtp: 33
clkdlybuf4s50: 2
clkbuf: 7
nor4b: 1
nor2b: 1
nor4: 7
ha: 1
or3: 3
nand2: 12
inv: 3
nand4: 11
or4: 4
and4: 2
and3: 3
or2: 1
a31o: 1
[worst min path at each step]
| stage | slack [ns] | to | cells past startpoint |
|---|---|---|---|
| 4_1_cts | 0.48 | clk_div$_DFFE_PP0N_ | 1 |
| 5_1_grt | 0.49 | clk_div$_DFFE_PP0N_ | 1 |
| 6_report | 0.47 | clk_div$_DFFE_PP0N_ | 1 |
[power by group through the flow]
stage     clock network [mW]  registers [mW]  logic (mW)
4_1_cts                0.224           0.290     0.00752
5_1_grt                0.239           0.290     0.00844
6_report               0.216           0.290     0.00693
[logic make-up (layout without fill, tap and decap cells)]
| family | after synthesis | count (layout) |
|---|---|---|
| and+or+nand+nor | 89 | 89 |
| DFF | 33 | 33 |
| xor gates and xnor gates | 28 | 28 |
| buffers and inverters | 7 | 13 |
| AOI/OAI and AO/OA | 5 | 5 |
| adders and majority gates | 1 | 1 |
[per-stage QoR]
step | utilization, % | worst slack, ns | area (µm²) | hold WS (ns)
after global routing | 34.29 | 2.289 | 1877 | 0.4899
final | 34.29 | 2.416 | 1877 | 0.4729
after floorplan | - | 2.695 | 1695 | 0.4204
after CTS | 34.29 | 2.406 | 1877 | 0.4755
after global placement | 32.72 | 2.458 | 1790 | 0.4567
after detailed placement | 32.72 | 2.442 | 1790 | 0.4635
[layer usage]
layer	vias up	GRT usage, %
li1	590	-
met1	560	19.42
met2	19	16.37
met3	8	2.781
met4	0	2.264
met5	-	0
[layout make-up]
type                       instances  area [µm²]
clock buffer                       7       86.33
fill                             566        3596
inverter                           3       11.26
multi-input combinational        123       835.8
sequential                        33       825.8
tap                               72       90.09
timing repair buffer               3       27.53

===== ./run.sh =====
#!/bin/bash
# OpenROAD 26Q1-2900-gdf79404cd8, Yosys 0.63+post, stock flow scripts
make -C /OpenROAD-flow-scripts/flow DESIGN_CONFIG=/design/flow/config.mk WORK_HOME=/design/flow/orfs finish

===== ./config.mk =====
export PLATFORM = sky130hd
export DESIGN_NAME = tbot
export DESIGN_NICKNAME = tbot
export VERILOG_FILES = /design/flow/design.v
export SDC_FILE = /design/flow/constraint.sdc
export NUM_CORES = 4
export LEC_CHECK = 1
export CORE_UTILIZATION = 40

===== ./constraint.sdc =====
current_design tbot

set clk_period 5.6
set clk_io_pct 0.2

create_clock -name clk0 -period $clk_period [get_ports {clock}]

set non_clock_inputs [all_inputs -no_clocks]
set_input_delay [expr $clk_period * $clk_io_pct] -clock clk0 $non_clock_inputs
set_output_delay [expr $clk_period * $clk_io_pct] -clock clk0 [all_outputs]

===== ./design.v =====
module signal(
    input clk,
	 input en,
    output reg signal,
    output reg led=1'b0
    );
	reg [31:0] count =0;
	always @(posedge clk)
	begin
		if(~en)
		begin
			if(count==32'd40000)
			begin
				signal <= ~signal;
				count<=32'd0;
			end
			else
			begin
				count<=count+32'd1;
			end
		end
		else
		begin
			signal<=1'b0;
		end
	end
	always @(signal)
	begin
		led<=signal;
	end
endmodule
module stepper(clock, en, reset,dir, led, stepperPins);
localparam SECOND_DIVIDER = 50000000;
input clock, reset, dir,en;
output [2:0] led;
reg [2:0] secondsCounter;
reg [31:0] clockCount1;
always @ (posedge clock)
begin
    if(secondsCounter == 3'b111 || reset == 0)
        secondsCounter <= 1'b0;
    clockCount1 <= clockCount1 + 1'b1;
    if(clockCount1 == SECOND_DIVIDER)
        begin
            clockCount1 <= 1'b0;
            secondsCounter <= secondsCounter + 1'b1;
        end
end
assign led = ~secondsCounter;
parameter STEPPER_DIVIDER = 50000;  
output [3:0] stepperPins;
reg [3:0] stepperPins;
reg [31:0] clockCount3;
reg [2:0] step;  
always @ (posedge clock)
begin
    if((clockCount3 >= STEPPER_DIVIDER) & (en==1))
        begin
			if(dir==1'b1)
				begin
					step <= step + 1'b1;
					clockCount3 <= 1'b0;
				end
			else
				begin
					step <= step - 1'b1;
					clockCount3 <= 1'b0;
				end
			end
    else
        clockCount3 <= clockCount3 + 1'b1;
end
always @ (step)
begin
    case(step)
        0: stepperPins <= 4'b1000;
        1: stepperPins <= 4'b1100;
        2: stepperPins <= 4'b0100;
        3: stepperPins <= 4'b0110;
        4: stepperPins <= 4'b0010;
        5: stepperPins <= 4'b0011;
        6: stepperPins <= 4'b0001;
        7: stepperPins <= 4'b1001;
    endcase
end
endmodule
module tbot(clock, m1_en, reset, m1_dir, m1_led, m1_stepperPins, m2_en, m2_dir, m2_led, m2_stepperPins, machine_on, sig, led);
input clock, reset;
input m1_dir, m2_dir, m1_en, m2_en;
output [2:0] m1_led;
output [2:0] m2_led;
output [3:0] m1_stepperPins;
output [3:0] m2_stepperPins;
input machine_on;
output sig, led;
stepper s1(.clock(clock),
				.en(m1_en),
				.reset(reset),
				.dir(m1_dir),
				.led(m1_led),
				.stepperPins(m1_stepperPins));
stepper s2(.clock(clock),
				.en(m2_en),
				.reset(reset),
				.dir(m2_dir),
				.led(m2_led),
				.stepperPins(m2_stepperPins));
signal signal(.clk(clock),
					.en(machine_on),
					.signal(sig),
					.led(led));
endmodule

==> qor.yml <==
global_routing:
  grt_overflow: 0
  grt_pass1_wl_mm: 25.4
  grt_usage_pct: 14.4
  grt_pass1_vias: 5441
  grt_start_max_net_pins: 33
  antenna_found_initial: 0
floorplan:
  die_area_sq_mm: 0.0214
  coreArea_sq_mm: 0.0204
  rows: 52
  die_w_microns: 146
  initial_core_util_pct: 41.0
  die_h_microns: 146
  io_pins: 23
synthesis:
  netlist_instances: 879
  synth_area_sq_mm: 0.00835
  ys_ff: 181
  synth-area-yosys_sq_mm: 0.00835
  yosysUniqueCellTypes: 43
  synthArstFlopShare_pct: 0
  ff_type: "dfxtp_1"
  ys_seq_share_pct: 48.7
  top_area_share_pct: 32.9
  avgSynthCellArea_sq_um: 9.50
  yosysCellCount: 879
  yosysTopAreaCell: "dfxtp_1"
  edf_count: 44
  ys_warn_count: 2
  area_leaders: "dfxtp_1, edfxtp_1, xnor2_1"
clock_network:
  hold_buffers: 0
  clock_latency_ns: 0.42
  clockBufferDepth: 2
  post_cts_resized: 0
  htreeDepth: 4
  cts_num_sinks: 181
  cts_tree: "built"
  clkTransAtPathRegs_ns: 0.07
  cts_root_buf: "clkbuf_16"
  cts_buffers: 17
  post_cts_buffers: 0
layout:
  fillCellCount: 1903
  drive_above_1_share_pct: 6.70
  areaGrowthSynthToFinish_pct: 14.1
  flop_area_sq_mm: 0.00406
  logic_area_sq_mm: 0.00407
  fin_cells: 1196
setup_path:
  worstPathMaxFanout: 7
  cp.required_ns: 5.91
  worstSetupPathType: "input pin to flip-flop"
  setup.worst_path.end_class: "flip-flop"
  startpoint_type: "input pin"
  arrival_ns: 2.99
timing:
  clock_skew_ns: 0.00842
  setup_slack_ns: 2.92
  maxSlewViolCount: 0
  worst_pin_slew_ns: 0.856
  hold_viol_final: 0
  max_freq_mhz: 373
  min_period_ns: 2.68
  relSlewSlack_pct: 42.5
  grt_setup_unrepaired: "no"
  whs_ns: 0.457
  setup-tns-final_ns: 0
  period_used_pct: 47.9
  setup_violations: 0
worst_hold_path:
  hp-class: "flip-flop to flip-flop"
status:
  status: "completed"
drt:
  via_count: 5965
  detail_route.drc_violations: 0
  routed_wl_mm: 14.5
  wl_per_cell_microns: 12.1
  first_iter_violations: 254
  first_pass_iters: 4
  antenna_left: 0
  avgViaCountPerCell: 4.99
  diodes: 0
flow_run:
  tool_warnings: 32
  maxCapViolCount: 0
power:
  powerDensity_mw_per_mm2: 317
  vdd_ir_drop_max_mv: 0.194
  cellLeakagePower_uw: 0.00341
place:
  dpl.cell_count: 1164
  post-place-ws_ns: 2.48
  io_buffers: 22
  gp_congestion: 0.817
  hpwl_mm: 9.76
-- per-stage QoR --
stage	utilization (%)	cell area [sq um]	total power, uW
floorplan	-	8350	1730
global placement	43.8	8910	1820
detailed placement	43.8	8910	1830
CTS	46.8	9520	3060
global route	46.8	9520	3170
finish	46.8	9520	3010
-- worst paths after layout --
| check | startpoint | endpoint | slack, ns | depth (start not counted) |
|---|---|---|---|---|
| setup / recovery | m1_dir | m1_stepperPins[3] | 2.92 | 6 |
| hold / removal | s1.clockCount1[31] | s1.clockCount1[31] | 0.46 | 1 |
| setup reg to reg | s2.clockCount3[8] | m2_stepperPins[3] | 3.10 | 6 |
| hold reg to reg | s1.clockCount1[31] | s1.clockCount1[31] | 0.46 | 1 |
-- cells in the final DEF, fill, tap and decap left out, types with 5 or more instances in the layout --
cell and n:
dfxtp_1 137, nor2_1 125, xnor2_1 81, nand2_1 68, xor2_1 67, nand3_1 66
nand4_1 51, edfxtp_1 44, inv_1 36, nor4_1 31, nor3_1 24, clkdlybuf4s50_1 22
clkbuf_16 17, and4_1 14, ha_1 14, a21oi_1 13, and3_1 12, buf_4 11
o21ai_0 10, nor4b_1 8, or3_1 8, nor2b_1 5, or2_2 5, nor4_2 5
mux2i_1 5, mux2_2 5, and2_1 5
-- state kept, by name (all words and copies together), names as in the netlist --
name	cells
s1.clockCount1	32
s1.clockCount3	32
s2.clockCount1	32
s2.clockCount3	32
signal.count	32
m1_stepperPins	4
m2_stepperPins	4
s1.secondsCounter	3
s1.step	3
s2.secondsCounter	3
s2.step	3
signal.signal	1
-- Yosys cell counts, types with 6 or more instances --
| library cell | count |
|---|---|
| a21oi_1 | 13 |
| and3_1 | 12 |
| and4_1 | 14 |
| clkbuf_1 | 10 |
| dfxtp_1 | 137 |
| edfxtp_1 | 44 |
| ha_1 | 14 |
| inv_1 | 36 |
| nand2_1 | 68 |
| nand3_1 | 66 |
| nand4_1 | 51 |
| nor2_1 | 125 |
| nor3_1 | 24 |
| nor4_1 | 31 |
| nor4_2 | 6 |
| nor4b_1 | 8 |
| o21ai_0 | 10 |
| or3_1 | 8 |
| xnor2_1 | 81 |
| xor2_1 | 67 |
-- metal layers --
| metal | track usage, % | up-vias | share of wire (%) |
|---|---|---|---|
| li1 | - | 3148 | - |
| met1 | 23.2 | 2737 | 53 |
| met2 | 21.1 | 68 | 42 |
| met3 | 2.90 | 12 | 3.5 |
| met4 | 1.93 | 0 | 1.3 |
| met5 | 0 | - | 0 |
-- kinds of logic (layout without fill, tap and decap cells) --
| family | count (synthesis) | in the layout | share of synthesized area (%) |
|---|---|---|---|
| AND-OR/OR-AND | 31 | 31 | 2.13 |
| AND/OR/NAND/NOR | 438 | 438 | 27.1 |
| buffers and inverters | 54 | 101 | 2.61 |
| flip-flops | 181 | 181 | 48.7 |
| XOR/XNOR | 148 | 148 | 15.5 |
| multiplexers | 11 | 11 | 1.41 |
| adder cells (fa/ha/maj) | 16 | 16 | 2.58 |
-- critical path, stage by stage --
cell             delay, ns
clkdlybuf4s50_1       0.46
fa_1                  0.44
xnor2_1               0.15
xnor2_1               0.40
o21ai_0               0.14
mux2_2                0.28
-- cell type report --
type                       instances  area share, %
tap                              270           3.55
timing repair buffer              33           3.18
inverter                          36           1.42
sequential                       181           42.7
multi-input combinational        644           42.8
clock inverter                    12           1.59
clock buffer                      20           4.80
-- report_power, final --
group	internal [uW]	total, uW	switching [uW]
logic	138	272	134
registers	1430	1520	89.7
clock network	726	1220	493
total	2300	3010	716
Power and IR drop assume default switching activity.
